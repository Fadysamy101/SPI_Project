[./config.mk]
export PLATFORM = sky130hd
export DESIGN_NAME = SPI_Wrapper
export DESIGN_NICKNAME = SPI_Wrapper
export VERILOG_FILES = /design/flow/design.v
export SDC_FILE = /design/flow/constraint.sdc
export NUM_CORES = 4
export LEC_CHECK = 1
export CORE_UTILIZATION = 30
[./constraint.sdc]
current_design SPI_Wrapper

set clk_period 13.2
set clk_io_pct 0.2

create_clock -name clk0 -period $clk_period [get_ports {clk}]

set non_clock_inputs [all_inputs -no_clocks]
set_input_delay [expr $clk_period * $clk_io_pct] -clock clk0 $non_clock_inputs
set_output_delay [expr $clk_period * $clk_io_pct] -clock clk0 [all_outputs]
[./design.v]
module SPI_Slave_Interface #(parameter ADDR_SIZE =8)
  ( input MOSI,
    input SS_N,
    input tx_valid,
    input [ADDR_SIZE-1:0]tx_data,
    input clk,rst_n,
    output logic MISO,
    output logic rx_valid,
    output logic [ADDR_SIZE+1:0] rx_data
);
    logic [ADDR_SIZE+1:0] shift_reg ;
    logic [ADDR_SIZE-1:0] shift_reg_MISO;
    logic Has_Read_Address=0;
    logic [$clog2(ADDR_SIZE + 2):0] counter=0;
    assign rx_data = shift_reg;
    logic tx_valid_d;
     typedef enum  logic[2:0]
    { IDLE,
      CHK_CMD,
      WRITE,
      READ_DATA1,
      READ_DATA2,
      READ_ADD
    } state_t;
    state_t current_state=IDLE,next_state;
  always_ff @(posedge clk , negedge rst_n) 
  begin
        if (!rst_n)
            current_state <= IDLE;
        else
            current_state <= next_state;           
    end
 always_ff @(posedge clk, negedge rst_n)
begin
    if (!rst_n)
    begin
        shift_reg <= 0;
        counter <= 0;
        shift_reg_MISO <= 0;
        tx_valid_d <= 0;
        Has_Read_Address <= 0;
    end
    else 
    begin
        tx_valid_d <= tx_valid;
        if(!SS_N && current_state !== IDLE)
        begin
            counter <= counter + 1;
            shift_reg <= {shift_reg[ADDR_SIZE:0], MOSI};  
            shift_reg_MISO <= {shift_reg_MISO[ADDR_SIZE-2:0], 1'b0};
        end  
        else
        begin
            counter <= 0;
        end
        if(~tx_valid_d && tx_valid)
            shift_reg_MISO <= tx_data;
        if(current_state == READ_ADD && next_state==IDLE)begin
            Has_Read_Address <= 1;
        end
        else begin
            Has_Read_Address<=Has_Read_Address;
        end
    end
end
always_comb
begin
    next_state = IDLE;
    rx_valid = 0;
    MISO = 0;
    case (current_state)
        IDLE:
        begin
            if (!SS_N)  
            begin
                next_state = CHK_CMD;
            end
            else
            begin
                next_state = IDLE;
            end
        end
        CHK_CMD:
        begin
            if (!MOSI)
            begin
                next_state = WRITE;
            end
            else
            begin
                if(Has_Read_Address)
                    next_state = READ_DATA1;
                else
                    next_state = READ_ADD;
            end
        end
        WRITE:
        begin
            if(counter == 10)
            begin
                next_state = IDLE;
                rx_valid = 1;
            end
            else
            begin
                next_state = WRITE;
            end
        end
        READ_ADD:
        begin
            if(counter == 10)
            begin
                rx_valid = 1;
                next_state = IDLE;
            end
            else
            begin
                next_state = READ_ADD;
            end
        end
        READ_DATA1:
        begin
            if(counter == 10)
            begin
                rx_valid = 1;
                next_state = READ_DATA2;
            end
            else
            begin
                next_state = READ_DATA1;
            end
        end
        READ_DATA2:
        begin
            if(tx_valid)
            begin
                next_state = READ_DATA2;
                MISO = shift_reg_MISO[ADDR_SIZE-1];
            end
            else
            begin
                next_state = IDLE;
            end
        end
        default:
        begin
            next_state = IDLE;
        end
    endcase
end
endmodule
module SPI_Wrapper #(parameter MEM_DEPTH=256,parameter ADDR_SIZE=8)
(   input clk,rst_n,
    input MOSI,
    output MISO,
    input SS_N
);
    logic [ADDR_SIZE-1:0] din;         
    logic [ADDR_SIZE-1:0] dout;        
    logic [ADDR_SIZE+1:0] rx_data;  
    logic rx_valid;     
    logic tx_valid;     
Single_port_Async_RAM #(
    .MEM_DEPTH (MEM_DEPTH ),
    .ADDR_SIZE (ADDR_SIZE )
)u_Single_port_Async_RAM(
    .clk      (clk      ),
    .rst_n    (rst_n    ),
    .din      (rx_data  ),
    .rx_valid (rx_valid ),
    .dout     (dout     ),
    .tx_valid (tx_valid )
);
SPI_Slave_Interface #(.ADDR_SIZE(ADDR_SIZE)
) u_SPI_Slave_Interface(
    .MOSI     (MOSI     ),
    .SS_N     (SS_N     ),
    .tx_valid (tx_valid ),
    .tx_data  (dout ),
    .clk      (clk      ),
    .rst_n    (rst_n    ),
    .MISO     (MISO     ),
    .rx_valid (rx_valid ),
    .rx_data  (rx_data  )
);
endmodule
module Single_port_Async_RAM #( parameter MEM_DEPTH=256,parameter ADDR_SIZE=8)
(input clk,rst_n,
 input  [ADDR_SIZE+1:0] din,  
 input rx_valid,
 output logic  [ADDR_SIZE-1:0] dout,
 output logic tx_valid
);
logic [ADDR_SIZE-1:0] RAM [0:MEM_DEPTH-1]; 
logic [1:0] Operation_Type;
assign Operation_Type = din[ADDR_SIZE+1:ADDR_SIZE];
logic [ADDR_SIZE-1:0]Write_Address,Read_Address=0;
logic [$clog2(ADDR_SIZE + 2):0] counter=0;
always @(posedge clk, negedge rst_n) 
begin
    if(rst_n == 0)
    begin
        dout <= 0;
        Read_Address <= 0;
        Write_Address <= 0;  
        tx_valid <= 0;
        counter <= 0;
    end
    else 
    begin
        if(tx_valid && counter < 8) begin
            counter <= counter + 1;
        end
        else if(tx_valid && counter >= 8) begin
            tx_valid <= 0;
            counter <= 0;
        end
        if(rx_valid) 
        begin
            case(Operation_Type)
                2'b00:
                begin
                    Write_Address <= din[ADDR_SIZE-1:0];  
                    dout <= 0;
                    tx_valid <= 0;
                    counter <= 0;
                end
                2'b01:
                begin
                    RAM[Write_Address] <= din[ADDR_SIZE-1:0];  
                    dout <= 0;
                    tx_valid <= 0;
                    counter <= 0;
                end
                2'b10:
                begin
                    Read_Address <= din[ADDR_SIZE-1:0];  
                    dout <= 0;
                    tx_valid <= 0;
                    counter <= 0;
                end
                2'b11: 
                begin
                    dout <= RAM[Read_Address];  
                    tx_valid <= 1;
                    counter <= 0;
                end
                default:
                begin
                    dout <= 0;
                    tx_valid <= 0;
                    counter <= 0;
                end  
            endcase
        end
    end
end
endmodule
[./run.sh]
#!/bin/bash
# OpenROAD 26Q1-2900-gdf79404cd8, Yosys 0.63+post, stock flow scripts
make -C /OpenROAD-flow-scripts/flow DESIGN_CONFIG=/design/flow/config.mk WORK_HOME=/design/flow/orfs finish
==> results.json <==
{
  "drtIter0Drc": 6666,
  "synthMuxAreaShare": 0.00345,
  "rsz0062_at_grt": "no",
  "m1WireLength_mm": 136,
  "numCtsBuffers": 223,
  "warning_count": 37,
  "crit_path_end_kind": "register",
  "drc_errors": 0,
  "syn_avg_cell_area_sq_um": 16.4,
  "cap_violations": 5,
  "ys_sh_simple": 0.0608,
  "holdBufCountCts": 0,
  "tightest_slew_ps": 1560,
  "largest_reg_flops": 2048,
  "ys_sh_adder": 0.000622,
  "p_total_mw": 16.0,
  "num_io_pins": 5,
  "cts_max_level": 4,
  "grt_pass1_wl_mm": 589,
  "p_per_area_mw_per_mm2": 167,
  "period_used_share": 0.542,
  "dr.pass1.iters": 9,
  "root_buffer": "clkbuf_16",
  "die_w_microns": 520,
  "synth-xor-area-share": 0.000653,
  "gr-total-overflow": 0,
  "fin_ws_ps": 6040,
  "post_cts_buffers": 0,
  "top_cells_by_area": "edfxtp_1 (76%), a22oi_1 (5.5%), nor2_1 (2.0%)",
  "violations": "capacitance limit, slew limit",
  "async_flop_share": 0.0275,
  "yosysUniqueCellTypes": 76,
  "design.die.area_sq_mm": 0.270,
  "antenna_found_initial": 55,
  "cp-endpoint": "u_Single_port_Async_RAM.dout[1]$_DFFE_PN0P_",
  "ir_worst_vdd_mv": 0.137,
  "ys_seq_elements": 2106,
  "clock_latency_ps": 940,
  "ys_cells": 4904,
  "worstSetupStartpoint": "u_Single_port_Async_RAM.Read_Address[7]$_DFFE_PN0P_",
  "crit_arrival_ps": 7870,
  "yosysChipArea_sq_mm": 0.0804,
  "top_area_frac": 0.765,
  "final-max-slew-violation-count": 45,
  "row_count": 189,
  "via_per_inst": 6.29,
  "synthAoiAreaFrac": 0.131,
  "status": "complete, but fails checks",
  "antenna_left": 0,
  "place_ws_ps": 6660,
  "r2r_end": "u_Single_port_Async_RAM.dout[1]$_DFFE_PN0P_",
  "wire_per_inst_microns": 51.1,
  "dp_hpwl_mm": 325,
  "period_needed_ps": 7160,
  "setup_tns_ps": 0,
  "r2r_start": "u_Single_port_Async_RAM.Read_Address[7]$_DFFE_PN0P_",
  "grt_max_degree": 105,
  "cts_tree": "built",
  "dr_wl_met3_mm": 92.2,
  "crit_type": "reg2reg",
  "edf_count": 2048,
  "clock.fmax_mhz": 140,
  "r2r_slack_ps": 6040,
  "track_usage": 0.367,
  "drive_gt1_frac": 0.182,
  "clockBufferDepth": 3,
  "synth.cell_area_sq_mm": 0.0804,
  "met2_length_mm": 184,
  "wl_mm": 464,
  "crit_path_start_kind": "register",
  "cts_resized": 0,
  "required_ps": 13910,
  "final_core_util": 0.360,
  "fill_cells": 24800,
  "num_vias": 57100,
  "yosys.area.top_type": "edfxtp_1",
  "die_h_microns": 520,
  "cts.sinks": 2106,
  "relSlewSlack": -0.0459,
  "ff_type": "edfxtp_1",
  "skew_ps": 96.2,
  "ys_seq_frac": 0.783,
  "postPlaceCellArea_sq_mm": 0.0881,
  "area_growth_syn_to_layout_pct": 18.9,
  "route.top_layer_used": "met5",
  "setup_violations": 0,
  "logic_family": "AND-OR/OR-AND gates",
  "clk_pin_slew_ps": 60,
  "synth_cells": 4904,
  "synth_warnings": 3,
  "hold_path_class": "reg2reg",
  "r2r_cells": 12,
  "fin_area_sq_mm": 0.0956,
  "finalHoldViolCount": 0,
  "critPathMaxFanout": 31,
  "grt_pass1_vias": 56300,
  "fp-utilization": 0.303,
  "coreArea_sq_mm": 0.266,
  "gp_congestion": 1.17,
  "leakage_nw": 29.5,
  "portBuffers": 4
}
-- stage by stage --
stage	hold WS, ps	cells
after floorplan	352	4904
after global placement	474	8615
after detailed placement	480	8625
after CTS	490	9036
after global routing	523	9055
final	485	9077
-- worst min path at each step --
stage | from | end | depth (start not counted)
finish | u_SPI_Slave_Interface.counter[0]$_DFF_PN0_ | u_SPI_Slave_Interface.counter[0]$_DFF_PN0_ | 1
global route | u_SPI_Slave_Interface.Has_Read_Address$_DFFE_PN0P_ | u_SPI_Slave_Interface.Has_Read_Address$_DFFE_PN0P_ | 1
CTS | u_SPI_Slave_Interface.counter[0]$_DFF_PN0_ | u_SPI_Slave_Interface.counter[0]$_DFF_PN0_ | 1
-- synth_stat cells (73+ instances only) --
cell and instances:
edfxtp_1 2048, a22oi_1 592, nor2_1 432, o22ai_1 214, clkbuf_1 209, nand2_1 157
a32oi_1 97, a22o_1 95, a222oi_1 93, a21oi_1 76, nand3_1 75, buf_2 73
-- logic make-up after synthesis --
logic type / after synthesis
buffers and inverters: 375
flip-flops: 2106
AND-OR/OR-AND: 1400
adder cells (fa/ha/maj): 4
multiplexers: 26
AND/OR/NAND/NOR: 987
XOR/XNOR: 6
-- report_power, final --
group / internal (mW) / total (mW) / switching [mW]
logic: 0.0933 / 1.21 / 1.12
clock network: 3.65 / 6.43 / 2.79
registers: 8.16 / 8.35 / 0.184
total: 11.9 / 16.0 / 4.09
-- layout make-up --
class                   count  area, sq um  area share
repair buffers            542         4240      0.0444
flip-flops and latches   2106        63000       0.659
well taps                3533         4420      0.0462
clock buffers             268         5840      0.0611
multi-input cells        2423        16400       0.171
inverters                  21         78.8    0.000824
diodes                     41          103     0.00107
clock inverters           143         1580      0.0165
-- worst max-delay path: stages, from the launching register on --
cell and delay, ps:
dfrtp_2 860, buf_4 460, or4b_1 260, buf_4 230, buf_4 460, nor2_1 340
a22oi_1 280, nand4_1 560, or4_1 820, nor3_1 240, nand4_1 700, nor4_2 1330
o221ai_1 310
-- cell usage in the layout (no fill, tap or decap), types with 25 or more instances in the layout --
cell / n
a221oi_1: 57
nor4_1: 51
o21ai_0: 56
o22ai_1: 214
nand3_1: 70
clkbuf_16: 227
edfxtp_1: 2048
clkbuf_1: 40
a32oi_1: 97
diode_2: 41
clkinv_1: 49
a22oi_1: 592
a22o_1: 95
nand4_1: 69
bufinv_16: 25
nor2_2: 32
clkinv_2: 45
buf_4: 522
a222oi_1: 93
a21oi_1: 76
nor3_1: 37
nor2_1: 398
nand2_1: 154
dfrtp_1: 42
-- metal layers --
layer  vias up  global-route usage
met3      1516               0.327
met4       117               0.276
li1      21300                   -
met1     28500               0.365
met5         -               0.120
met2      5620               0.465
